File: run.sh
#!/bin/bash
# OpenROAD 26Q1-2900-gdf79404cd8, Yosys 0.63+post, stock flow scripts
make -C /OpenROAD-flow-scripts/flow DESIGN_CONFIG=/design/flow/config.mk WORK_HOME=/design/flow/orfs finish
File: config.mk
export PLATFORM = sky130hd
export DESIGN_NAME = slave
export DESIGN_NICKNAME = slave
export VERILOG_FILES = /design/flow/design.v
export SDC_FILE = /design/flow/constraint.sdc
export NUM_CORES = 4
export LEC_CHECK = 1
export CORE_UTILIZATION = 30
File: constraint.sdc
current_design slave

set clk_period 2.1
set clk_io_pct 0.2

create_clock -name clk0 -period $clk_period [get_ports {scl_out}]

set non_clock_inputs [all_inputs -no_clocks]
set_input_delay [expr $clk_period * $clk_io_pct] -clock clk0 $non_clock_inputs
set_output_delay [expr $clk_period * $clk_io_pct] -clock clk0 [all_outputs]
File: design.v
module slave(
	input 	scl_out,
	inout	sda_out_s
	);
	bit [3:0]data_counter;
	bit	[3:0]addr_counter ;
	bit	[7:0]data_mem;
    bit	[7:0]addr_mem;
	bit	[3:0]present, next;
	bit	sda_en_s = 0;
	bit	sda_in_s = 0;
	parameter [3:0] IDLE	= 0,
					R_ADDR	= 1,
					S_ACK1	= 2,
					READ	= 3,
					WRITE	= 4,
					S_ACK2  = 5;
	assign	sda_out_s = (sda_en_s == 1) ? sda_in_s : 1'bz;
	always@(posedge scl_out)
	begin
		present <= next;
	end
  always@(posedge scl_out)
	begin
		case(present)
		IDLE	: begin
          			addr_counter <= 7;
          			data_counter <= 7;
        		end
		R_ADDR	: begin
          		if(addr_counter > 8)
					addr_counter <= 0;
				else
				begin
					addr_mem[addr_counter] <= sda_out_s;
					addr_counter <= addr_counter - 1;
				end
			end
		S_ACK1	: begin
        		end
		READ	: begin
          		if(data_counter > 8)
					data_counter <= 0;
				else
				begin
					data_mem[data_counter] <= sda_out_s;
					data_counter <= data_counter - 1;
				end
			end
		WRITE	: begin
          		if(data_counter > 8)
					data_counter <= 0;
				else
				begin
					sda_in_s	<= data_mem[data_counter];
					data_counter <= data_counter - 1;
				end
			end
		endcase
	end
	always@(*)
	begin
		case(present)
		IDLE	:begin
		       		if(sda_out_s)
					next = IDLE;
				else
					next = R_ADDR;
			end
		R_ADDR	: begin
				if(addr_counter > 8)
					next = S_ACK1;
				else
					next = R_ADDR;
			end
		S_ACK1	: begin
				if(addr_mem[0] == 0)
					next = READ;
				else
					next = WRITE;
			end
		READ	:begin
         		if(data_counter > 8)
					next = S_ACK2;
				else
					next = READ;
        		end
		WRITE	: begin
          		if(data_counter > 8)
					next = S_ACK2;
				else
					next = WRITE;
				end
		S_ACK2	: begin	
				next = IDLE;
				end
		endcase	
	end
  always@(*)
   begin
    if((present == S_ACK1) || (present == S_ACK2))
	begin
      sda_in_s = 0;	
      sda_en_s = 1;
    end
    else
    begin
      sda_in_s = 1;
      sda_en_s = 0;
    end
   end
endmodule
==> out/metrics.cfg <==
[synthesis]
ys.flops = 24
synth.top_cells.by_count = 18 x edfxtp_1, 12 x nor2_1, 11 x nand2_1, 9 x o21ai_0
ys_chip_area_um2 = 1460
ys_cells = 145
synth-xor-area-share = 0.00599
synth.logic.top_family = simple AND/OR/NAND/NOR gates
top_cell = edfxtp_1
simple_gate_share = 0.204
yosysWarnings = 2
synthArstFlopShare = 0
edf_count = 18
yosys.area.top_type = edfxtp_1
top_cell_area_share = 0.370
ys_sh_adder = 0.0599
ys_top_cells_by_area = edfxtp_1 37%, ha_1 6.0%, dfxtp_1 4.1%
mux_share = 0.0616
flop_cell = edfxtp_1
synth-compound-area-share = 0.170
ys_types = 46

[outcome]
error = ERROR: Found 1 problems in 'check -assert'.
flow.stopped_at = synthesis
status = did not finish

## logic make-up after synthesis
logic type               Yosys count
flip-flops                        21
XOR/XNOR                           1
latches                            3
AND/OR/NAND/NOR                   55
multiplexers                       6
buffers and inverters             15
adder cells (fa/ha/maj)            7
AND-OR/OR-AND                     37
