$ cat /design/flow/config.mk
export PLATFORM = sky130hd
export DESIGN_NAME = apb_master
export DESIGN_NICKNAME = apb_master
export VERILOG_FILES = /design/flow/design.v
export SDC_FILE = /design/flow/constraint.sdc
export NUM_CORES = 4
export LEC_CHECK = 1
export CORE_AREA = 10 10 70 70
export DIE_AREA = 0 0 80 80
$ cat /design/flow/constraint.sdc
current_design apb_master

set clk_period 4.4
set clk_io_pct 0.2

create_clock -name clk0 -period $clk_period [get_ports {pclk}]

set non_clock_inputs [all_inputs -no_clocks]
set_input_delay [expr $clk_period * $clk_io_pct] -clock clk0 $non_clock_inputs
set_output_delay [expr $clk_period * $clk_io_pct] -clock clk0 [all_outputs]
$ cat /design/flow/design.v
module apb_master(  
    input               pclk,
    input               preset_n,
    output              pselx,
    output              penable,
    output      [3:0]   paddr,
    output              pwrite,
    output      [15:0]  pwdata,
    input               pready,
    input       [15:0]  prdata,
    input               read_write,
    input               transfer,
    input       [3:0]   apb_read_addr,
    input       [3:0]   apb_write_addr,
    input       [15:0]  apb_write_data,
    output	[15:0]  apb_read_data
);
    parameter 	IDLE 	= 2'b00,
	   	SETUP 	= 2'b01,
		ACCESS 	= 2'b10;
    reg [1:0] present, next;
    reg [15:0] 	reg_data;
    reg [3:0]  	reg_addr;
    reg       	reg_wr;
    always @(posedge pclk or negedge preset_n) begin
        if (!preset_n)
            present <= IDLE;
        else
            present <= next;
    end
    always @(*) begin
        case(present)
            IDLE:
                if (transfer)
                    next = SETUP;
                else
                    next = IDLE;
            SETUP:
                next = ACCESS;
            ACCESS:
                if (pready && transfer)
                    	next = SETUP;
                else if (pready && !transfer)
			next = IDLE;
                else if (!pready)
                    	next = ACCESS;
	    	else
			next = IDLE;
            default:
                next = IDLE;
        endcase
    end
    always @(*) begin
        if ((present == SETUP) || (present == ACCESS)) begin
            if (read_write)
	    begin
                reg_data = apb_write_data;
                reg_addr = apb_write_addr;
                reg_wr   = 1'b1;
            end
	    else
	    begin
                reg_data = prdata;
                reg_addr = apb_read_addr;
                reg_wr   = 1'b0;
            end
        end
       	else
       	begin
            reg_data = 16'd0;
            reg_addr = 4'd0;
            reg_wr   = 1'b0;
        end
    end
    	assign pselx   =   (present != IDLE);
    	assign penable =   (present == ACCESS);
    	assign pwrite  =  ((present == SETUP) || (present == ACCESS)) 	? reg_wr  	: 1'b0;
    	assign paddr   =  ((present == SETUP) || (present == ACCESS))	? reg_addr  	: 4'd0;
    	assign pwdata           = (((present == SETUP) || (present == ACCESS)) && read_write)	? reg_data 	: 16'd0;
	assign apb_read_data    = (((present == SETUP) || (present == ACCESS)) && !read_write)	? reg_data 	: 16'd0;
endmodule
$ cat /design/flow/run.sh
#!/bin/bash
# OpenROAD 26Q1-2900-gdf79404cd8, Yosys 0.63+post, stock flow scripts
make -C /OpenROAD-flow-scripts/flow DESIGN_CONFIG=/design/flow/config.mk WORK_HOME=/design/flow/orfs finish
==> flow_results.org <==
#+TITLE: Flow metrics

** Critical path
- Critical register-to-register path startpoint :: present[0]
- STA lists the endpoint of the worst register-to-register path as present[1].
- Crit path DRT :: 3.52 ns
- The worst setup path is launched from a primary input.
- Maximum fanout along the worst path :: 22
- STA puts the critical path data arrival time at 2.53 ns.
- In this run the worst setup path terminates at apb_read_data[0].
- Setup CP Type :: primary input to output port
- STA classifies the critical path endpoint as an output port.
- Measured in cells, the most critical reg-to-reg path has a length of 4.
- The launch point of the critical path was reported as read_write.
- The timing report gives the worst reg2reg path a setup slack of 3.23 ns.

** Job
- Number of max-cap violations :: 0
- OpenROAD warning count :: 27

** Floorplanning
- Total die size :: 6400 um^2
- Horiz. Die Dim :: 80 um
- For reference, the placement row count at floorplan is 21.
- In the floorplan report the effective utilization is 0.127.
- 84 I/O pins were placed.
- According to the floorplan report, the die height is 80 um.
- Core footprint :: 3420 um^2

** Yosys
- The area fraction of the largest cell type after synthesis is 0.246.
- Xor-xnor portion of the synthesized cell area :: 0
- Distinct lib cells :: 15
- Of the total synthesized cell area, the portion taken by AND, OR, NAND and NOR gates is 0.592.
- Synthesized instance count :: 59
- The number of cells reported by Yosys stat comes to 59.
- Dominant comb cell :: simple AND/OR/NAND/NOR gates
- Per Yosys stat, the portion of area used by sequential elements is 0.116.
- In this run, the synthesized area fraction spent on adder and majority cells is recorded as 0.0867.
- Yosys reports a chip area of 433 um^2.
- Before any placement, the netlist area is recorded as 433 um^2.
- Measured against the total synthesized area, the mux share comes to 0.0925.
- Average instance area after synthesis :: 7.34 um^2
- AND-OR/OR-AND Cells, Area Fraction :: 0.0231
- The largest total area in the synthesized netlist belongs to sky130_fd_sc_hd__and2_1.
- The synthesized design contains 2 register bits.
- Counting the warning lines in the Yosys log gives 1.
- After synthesis, the cell types taking the most area are sky130_fd_sc_hd__and2_1 25%, sky130_fd_sc_hd__and3_1 23%, sky130_fd_sc_hd__dfrtp_1 12%.

** Power
- Comb pwr share :: 0.818
- Switching pwr :: 0.119 mW
- After layout, the design draws a total of 0.420 mW.
- The report lists the power per cell area as 317 nW/um^2.
- Share of total power consumed by net switching :: 0.284
- Maximum resistive drop on vdd :: 0.0884 mV
- The analysis attributes to cell leakage a power of 0.571 nW.
- Internal power :: 0.300 mW
- Fraction of power consumed by the clock network :: 0.104
- The power report attributes to the sequential group a share of 0.079.

** Timing
- Finish-stage setup viols :: 0
- Share of the clock period used by the worst path after layout :: 0.774
- Setup TNS after final layout :: 0 ns
- In this build the clock could be raised as far as 294 MHz.
- For reference, the final report shows the max-slew violation count at 0.
- RSZ-0062 raised after global routing :: no
- The smallest clock period supported by the final layout is computed as 3.41 ns.
- Final count of hold timing violations :: 0
- Actual slew at the worst max-slew pin :: 0.457 ns
- Relative max-transition margin :: 0.695
- Between clock sinks in the finished design, the worst skew comes to 0.00299 ns.

** Cells and area
- The register with the most flip-flops in the layout has 2 of them.
- After filler insertion, the fill cell instance count of the layout stands at 362.
- Most flop-heavy register :: present
- In the layout the commonest cells are 83 x sky130_fd_sc_hd__clkdlybuf4s50_1, 17 x sky130_fd_sc_hd__and2_1, 16 x sky130_fd_sc_hd__and3_1, 4 x sky130_fd_sc_hd__mux2i_1, 4 x sky130_fd_sc_hd__nor2b_1.
- The largest registers in the layout are present x2.
- Per the cell usage report, the commonest logic cell in the layout is sky130_fd_sc_hd__clkdlybuf4s50_1.
- Of the cells placed in the final design, the portion with a size suffix greater than 1 is 0.0355.
- Area growth from synthesis to final layout :: 206%

** Clock tree
- CTS placed an instance of sky130_fd_sc_hd__clkbuf_4 at the clock tree root.
- The clock passes through at most 2 buffers.
- TritonCTS built the clock tree.
- Resize count post-CTS :: 0
- The registers of the reported paths see a clock transition of 0.04 ns.
- Post-cts hold buffer count :: 0
- In this run the post-CTS setup repair buffer count came out at 0.
- Total number of clock tree sinks :: 2
- In this run the number of H-tree levels came out at 1.
- Number of CTS-inserted buffers :: 3
- Clock latency reported for the late side of the worst-skew pair :: 0.23 ns

** Routing
- The script parses the final routing iteration and logs DRC violations as 0.
- Once detail routing completed, the nets flagged for antenna violations numbered 0.
- Before antenna repair, the detailed router went through 2 iterations.
- Total Routed Length :: 2580 um
- The repair_antennas step left the layout with diodes totalling 0.
- The first routing iteration left 15 violations.
- Detail-routed net length per standard cell :: 13.8 um
- The routed layout has 693 vias.
- In the routed layout, each cell is associated on average with a via count of 3.71.

** GRT
- Global-route total usage across every layer :: 0.0715
- The initial antenna violation count came to 0.
- Vias in the first global route :: 785
- Total gr overflow :: 0
- The first global-routing pass estimated 3770 um of wire.
- Maximum number of pins on one net before global-route repair :: 23

** Place
- In this run the tool buffered the top-level ports with 83 buffer cells.
- Gpl congestion :: 0.681
- The wire-length estimate of the detail-placed layout is 2230 um.

** Outcome
- Status :: finished clean

** Worst hold path
- Class of the most critical hold timing path :: register to register
-- final cells by class --
class	count	area, um^2	share of cell area
multi-input cells	49	344	0.260
clock buffers	3	22.5	0.0170
flip-flops and latches	2	50.0	0.0378
inverters	3	11.3	0.00851
repair buffers	84	838	0.633
well taps	46	57.6	0.0435
-- synthesized netlist by cell type --
| cell | number |
|---|---|
| sky130_fd_sc_hd__buf_2 | 1 |
| sky130_fd_sc_hd__or3b_1 | 1 |
| sky130_fd_sc_hd__nor3b_1 | 1 |
| sky130_fd_sc_hd__clkbuf_1 | 2 |
| sky130_fd_sc_hd__ha_1 | 3 |
| sky130_fd_sc_hd__inv_1 | 3 |
| sky130_fd_sc_hd__and3_1 | 16 |
| sky130_fd_sc_hd__nor2b_2 | 1 |
| sky130_fd_sc_hd__and2_1 | 17 |
| sky130_fd_sc_hd__buf_4 | 2 |
| sky130_fd_sc_hd__a21oi_1 | 1 |
| sky130_fd_sc_hd__mux2i_1 | 4 |
| sky130_fd_sc_hd__nor2b_1 | 4 |
| sky130_fd_sc_hd__o21ai_0 | 1 |
| sky130_fd_sc_hd__dfrtp_1 | 2 |
-- metrics by stage --
stage                     cells  setup slack [ns]  utilization  instance area, um^2  hold slack (ns)
after floorplan              59              2.24            -                  433            0.476
after global placement      184             0.966        0.381                 1300            0.507
after detailed placement    184             0.954        0.381                 1300            0.518
after CTS                   187             0.946        0.388                 1320            0.527
after global routing        187             0.827        0.388                 1320            0.549
final                       187             0.995        0.388                 1320            0.524
-- metal layers --
metal | vias up | track usage | part of all wire
met2 | 41 | 0.128 | 0.50
met5 | - | 0 | 0
met3 | 0 | 0.0443 | 0.13
met4 | 0 | 0.00704 | 0
met1 | 294 | 0.0703 | 0.37
li1 | 358 | - | -
-- logic make-up (layout without fill, tap and decap cells) --
family / after synthesis / after routing
flip-flops: 2 / 2
buffers and inverters: 8 / 90
multiplexers: 4 / 4
AND/OR/NAND/NOR: 40 / 40
AND-OR/OR-AND: 2 / 2
adder cells (fa/ha/maj): 3 / 3
-- worst min-delay path by stage --
stage,startpoint,end,slack (ns),cells after the start
5_1_grt,present[1],present[1],0.55,1
4_1_cts,present[1],present[1],0.53,1
6_report,present[1],present[1],0.52,1
-- power groups by stage --
stage	clock, mW	sequential [mW]	combinational [mW]
6_report	0.0434	0.0331	0.343
5_1_grt	0.0493	0.0346	0.382
4_1_cts	0.0464	0.0330	0.356
-- worst max-delay path, stage by stage --
cell and delay (ns):
sky130_fd_sc_hd__clkdlybuf4s50_1 0.40, sky130_fd_sc_hd__buf_4 0.20, sky130_fd_sc_hd__nor2b_2 0.37, sky130_fd_sc_hd__and2_1 0.19, sky130_fd_sc_hd__clkdlybuf4s50_1 0.48
No activity file was given, so power comes from the tool's default toggle rates.
