==> ./design.v <==
module master(
		input 	sys_clk,
		input 	rst,
  		input 	[7:0] data,
  		input 	[7:0] addr,
		input 	wr_bit,
		input 	run,
		output	scl_out,
		inout	sda_out,
  		output bit	i2c_clk
);
bit 	scl_en = 0;
bit 	sda_en = 1;
bit 	[7:0] data_mem;
bit		[8:0] addr_mem;
bit		[3:0] clk_counter	= 0;
bit		[3:0] send_counter	= 0;	
bit		sda_in_m;
bit		[3:0]present, next;
parameter [3:0] IDLE 	= 0,
				START	= 1,
				ADDR	= 2,
				R_ACK	= 3,
  				DATA	= 4,
  				STOP	= 5;
assign	scl_out	= scl_en ? i2c_clk : 1;		 
assign 	sda_out	= sda_en ? sda_in_m  : 1'bz;	 
  always@(posedge sys_clk)  
 begin 
   if(clk_counter == 4)
	begin
		i2c_clk <= ~i2c_clk;
		clk_counter <= 0;
	end
	else
		clk_counter <= clk_counter + 1;
end
  always@(posedge i2c_clk)
begin
	if(!rst)
		present <= IDLE;
	else
		present	<= next;
end
  always@(*)	 
begin
	case(present)
		IDLE	:begin
				scl_en 	= 0;	
                sda_en	= 1;
          		sda_in_m = 1;
			end
		START	:begin
				scl_en	= 0;
				sda_en	= 1;
          		sda_in_m = 0;
			end
		ADDR	:begin
				scl_en	= 1;
				sda_en	= 1;
			end
		R_ACK	:begin
				scl_en	= 1;
				sda_en	= 0;
          		sda_in_m = 0;
			end	
      	DATA	:begin
          		scl_en	= 1;
          		sda_en 	= 1;
        		end
      	STOP	:begin
          		scl_en	= 0;
          		sda_en	= 1;
          		sda_in_m = 1;
        	end
	endcase
end
  always@(posedge i2c_clk)  
    begin
	case(present)
		START	:begin
				data_mem 		<= data;
          		addr_mem 		<= {addr,wr_bit};
				send_counter	<= 8;
				end
		ADDR	:begin
          		if(send_counter > 9)
					send_counter 	<= 0;
				else
				begin
					sda_in_m		<= addr_mem[send_counter];
					send_counter 	<= send_counter - 1;
				end
				end
		R_ACK	:	send_counter <= 7;
        DATA	:begin
          		if(send_counter > 8)
                  send_counter		<= 0;
          		else
                  begin
                    sda_in_m		<= data_mem[send_counter];
                    send_counter	<= send_counter - 1;
                  end
        		end
	endcase
end
always@(*)
	begin
	case(present)
	  IDLE 	: 	next 	= run ? START : IDLE;
	  START	: 	next	= ADDR;
      	ADDR	: 	next 	= (send_counter > 9)	? R_ACK : ADDR;    
      R_ACK	:	next	= (sda_out == 0)		? DATA	: IDLE;
      DATA	:	next	= (send_counter > 8)	? STOP	: DATA;
      STOP	: 	next 	= IDLE;
	endcase
	end
endmodule
==> ./run.sh <==
#!/bin/bash
# OpenROAD 26Q1-2900-gdf79404cd8, Yosys 0.63+post, stock flow scripts
make -C /OpenROAD-flow-scripts/flow DESIGN_CONFIG=/design/flow/config.mk WORK_HOME=/design/flow/orfs finish
==> ./config.mk <==
export PLATFORM = sky130hd
export DESIGN_NAME = master
export DESIGN_NICKNAME = master
export VERILOG_FILES = /design/flow/design.v
export SDC_FILE = /design/flow/constraint.sdc
export NUM_CORES = 4
export LEC_CHECK = 1
export CORE_AREA = 10 10 110 110
export DIE_AREA = 0 0 120 120
==> ./constraint.sdc <==
current_design master

set clk_period 2.3
set clk_io_pct 0.2

create_clock -name clk0 -period $clk_period [get_ports {sys_clk}]

set non_clock_inputs [all_inputs -no_clocks]
set_input_delay [expr $clk_period * $clk_io_pct] -clock clk0 $non_clock_inputs
set_output_delay [expr $clk_period * $clk_io_pct] -clock clk0 [all_outputs]
==> changes_impl.md <==
### Metrics

- Outcome: aborted with a tool error
- Stopped at: 1_2_yosys
- Run Error: ERROR: Found 1 problems in 'check -assert'.
- Cell Type Count: 34
- Synth Register Bits: 35
- Synth warn: 2
- Cells in synth_stat.txt: 119
- Area reported by Yosys stat: 1510 um^2
cells by family after synthesis:
| kind of cell | Yosys count | synth area share (%) |
|---|---|---|
| flip-flops | 30 | 55.01 |
| adder cells (fa/ha/maj) | 6 | 4.971 |
| latches | 5 | 4.971 |
| AND-OR/OR-AND | 21 | 9.279 |
| AND/OR/NAND/NOR | 36 | 13.17 |
| buffers and inverters | 11 | 3.231 |
| XOR/XNOR | 4 | 2.320 |
| multiplexers | 6 | 7.042 |
cell usage after synthesis:
| cell | number | share of area [%] |
|---|---|---|
| a21o_1 | 1 | 0.50 |
| clkbuf_1 | 4 | 0.99 |
| o22ai_1 | 2 | 0.83 |
| nand2_1 | 8 | 2.0 |
| a21oi_1 | 3 | 0.99 |
| nand3b_1 | 1 | 0.50 |
| mux2_2 | 1 | 0.75 |
| xnor2_1 | 4 | 2.3 |
| nor3b_1 | 1 | 0.50 |
| o211ai_2 | 1 | 0.83 |
| or2b_1 | 1 | 0.50 |
| and2_1 | 5 | 2.1 |
| o21ai_0 | 8 | 2.7 |
| o2bb2ai_1 | 1 | 0.58 |
| buf_6 | 1 | 0.75 |
| or3b_2 | 1 | 0.58 |
| o21a_1 | 1 | 0.50 |
| inv_1 | 6 | 1.5 |
| nand3_1 | 1 | 0.33 |
| nor3b_4 | 1 | 1.2 |
| nor2_1 | 8 | 2.0 |
| edfxtp_1 | 23 | 46 |
| nor3_1 | 3 | 0.99 |
| dlxtn_1 | 5 | 5.0 |
| mux4_2 | 1 | 1.5 |
| mux4_1 | 2 | 3.5 |
| dfxtp_1 | 7 | 9.3 |
| o21bai_1 | 2 | 0.99 |
| o22a_1 | 1 | 0.58 |
| a22oi_2 | 1 | 0.83 |
| ha_1 | 6 | 5.0 |
| mux2i_1 | 2 | 1.3 |
| nand2b_1 | 4 | 1.7 |
| nor2b_1 | 2 | 0.83 |
